===== ./constraint.sdc =====
current_design Data_Memory

set clk_period 17.3
set clk_io_pct 0.2

create_clock -name clk0 -period $clk_period [get_ports {clk_i}]

set non_clock_inputs [all_inputs -no_clocks]
set_input_delay [expr $clk_period * $clk_io_pct] -clock clk0 $non_clock_inputs
set_output_delay [expr $clk_period * $clk_io_pct] -clock clk0 [all_outputs]

===== ./design.v =====
`timescale 1ns / 1ps
module Data_Memory
(
	clk_i,
	addr_i,
	data_i,
	MemRead_i,
	MemWrite_i,
	data_o
);
input				clk_i;
input	[31:0]		addr_i;
input	[31:0]		data_i;
input				MemRead_i;
input				MemWrite_i;
output	[31:0] 		data_o;
reg		[31:0]		data_o;
reg		[7:0]		Mem 			[0:127];	 
integer				i;
wire	[31:0]		memory			[0:31];
assign  memory[0] = {Mem[3], Mem[2], Mem[1], Mem[0]};
assign  memory[1] = {Mem[7], Mem[6], Mem[5], Mem[4]};
assign  memory[2] = {Mem[11], Mem[10], Mem[9], Mem[8]};
assign  memory[3] = {Mem[15], Mem[14], Mem[13], Mem[12]};
assign  memory[4] = {Mem[19], Mem[18], Mem[17], Mem[16]};
assign  memory[5] = {Mem[23], Mem[22], Mem[21], Mem[20]};
assign  memory[6] = {Mem[27], Mem[26], Mem[25], Mem[24]};
assign  memory[7] = {Mem[31], Mem[30], Mem[29], Mem[28]};
assign  memory[8] = {Mem[35], Mem[34], Mem[33], Mem[32]};
assign  memory[9] = {Mem[39], Mem[38], Mem[37], Mem[36]};
assign  memory[10] = {Mem[43], Mem[42], Mem[41], Mem[40]};
assign  memory[11] = {Mem[47], Mem[46], Mem[45], Mem[44]};
assign  memory[12] = {Mem[51], Mem[50], Mem[49], Mem[48]};
assign  memory[13] = {Mem[55], Mem[54], Mem[53], Mem[52]};
assign  memory[14] = {Mem[59], Mem[58], Mem[57], Mem[56]};
assign  memory[15] = {Mem[63], Mem[62], Mem[61], Mem[60]};
assign  memory[16] = {Mem[67], Mem[66], Mem[65], Mem[64]};
assign  memory[17] = {Mem[71], Mem[70], Mem[69], Mem[68]};
assign  memory[18] = {Mem[75], Mem[74], Mem[73], Mem[72]};
assign  memory[19] = {Mem[79], Mem[78], Mem[77], Mem[76]};
assign  memory[20] = {Mem[83], Mem[82], Mem[81], Mem[80]};
assign  memory[21] = {Mem[87], Mem[86], Mem[85], Mem[84]};
assign  memory[22] = {Mem[91], Mem[90], Mem[89], Mem[88]};
assign  memory[23] = {Mem[95], Mem[94], Mem[93], Mem[92]};
assign  memory[24] = {Mem[99], Mem[98], Mem[97], Mem[96]};
assign  memory[25] = {Mem[103], Mem[102], Mem[101], Mem[100]};
assign  memory[26] = {Mem[107], Mem[106], Mem[105], Mem[104]};
assign  memory[27] = {Mem[111], Mem[110], Mem[109], Mem[108]};
assign  memory[28] = {Mem[115], Mem[114], Mem[113], Mem[112]};
assign  memory[29] = {Mem[119], Mem[118], Mem[117], Mem[116]};
assign  memory[30] = {Mem[123], Mem[122], Mem[121], Mem[120]};
assign  memory[31] = {Mem[127], Mem[126], Mem[125], Mem[124]};
initial begin
	for(i=0; i<128; i=i+1)
		Mem[i] = 8'b0;
end 
always@(posedge clk_i) begin
	if(MemWrite_i) begin
		Mem[addr_i+3] <= data_i[31:24];
		Mem[addr_i+2] <= data_i[23:16];
		Mem[addr_i+1] <= data_i[15:8];
		Mem[addr_i]   <= data_i[7:0];
	end
end
always@(addr_i or MemRead_i) begin
	if(MemRead_i)
		data_o = {Mem[addr_i+3], Mem[addr_i+2], Mem[addr_i+1], Mem[addr_i]};
end
endmodule

===== ./run.sh =====
#!/bin/bash
# OpenROAD 26Q1-2900-gdf79404cd8, Yosys 0.63+post, stock flow scripts
make -C /OpenROAD-flow-scripts/flow DESIGN_CONFIG=/design/flow/config.mk WORK_HOME=/design/flow/orfs finish

===== ./config.mk =====
export PLATFORM = sky130hd
export DESIGN_NAME = Data_Memory
export DESIGN_NICKNAME = Data_Memory
export VERILOG_FILES = /design/flow/design.v
export SDC_FILE = /design/flow/constraint.sdc
export NUM_CORES = 4
export LEC_CHECK = 1
export CORE_UTILIZATION = 30

==> impl_metrics.env <==
# source this file to load flow results
export IMPL_cts_hold_buffers=0
export IMPL_cts_setup_buffers=0
export IMPL_grt_overflow=0
export IMPL_end_kind="flip-flop"
export IMPL_synth_flops=1056
export IMPL_fin_tns_setup_ps=0
export IMPL_cts_tree="yes"
export IMPL_cts_buffers=138
export IMPL_yosysUniqueCellTypes=81
export IMPL_untimed_endpoints=64
export IMPL_cp_max_fo=46
export IMPL_fin_crit_ps=9370
export IMPL_yosys_stat_area_um2=102000
export IMPL_gp_congestion=1.12
export IMPL_grt_start_max_net_pins=128
export IMPL_cts_root_buf="clkbuf_16"
export IMPL_outcome="finished with violations"
export IMPL_ctsResizeCount=0
export IMPL_ir_worst_vdd_mv=0.0970
export IMPL_grt_pass1_wl_mm=780
export IMPL_vias=95100
export IMPL_slew_headroom_pct=-2.08
export IMPL_setup_viol=0
export IMPL_async_flop_share_pct=0
export IMPL_antenna_found_initial=81
export IMPL_fill_cells=32700
export IMPL_syn_avg_cell_area_um2=10.8
export IMPL_start_kind="primary input"
export IMPL_routed_wl_mm=587
export IMPL_edf_count=1024
export IMPL_hp_start="data_i[5]"
export IMPL_die_area_um2=341000
export IMPL_timing_hold_ws_ps=3130
export IMPL_numPortBuffers=73
export IMPL_period_used_pct=54.2
export IMPL_tool_warnings=65
export IMPL_first_pass_iters=7
export IMPL_min_to="Mem[107][5]$_DFFE_PP_"
export IMPL_first_iter_violations=12200
export IMPL_cap_violations=0
export IMPL_grt_setup_unrepaired="false"
export IMPL_grt_total_usage_pct=35.2
export IMPL_syn2layout_area_growth_pct=9.90
export IMPL_worstPathRequired_ps=17790
export IMPL_fp_dieW_um=584
export IMPL_clk_path_buf_depth=3
export IMPL_ant_nets=0
export IMPL_final_cell_mix="mux2i_1 (1233), mux4_2 (1031), edfxtp_1 (1024)"
export IMPL_vias_per_cell=6.98
export IMPL_critPathKind="primary input to flip-flop"
export IMPL_p_per_area_nw_per_um2=72.8
export IMPL_ys_flop_type="edfxtp_1"
export IMPL_path_clk_slew_ps=70
export IMPL_syn_area_um2=102000
export IMPL_core_util_floorplan_pct=30.2
export IMPL_drcViolationCount=0
export IMPL_routedWlPerCell_um=43.1
export IMPL_worst_slew_pin_slew_ps=1530
export IMPL_arrival_ps=9870
export IMPL_dp_hpwl_mm=391
export IMPL_grt_pass1_vias=89700
export IMPL_comb_area_um2=66000
export IMPL_hold_viol=0
export IMPL_die_h_um=584
export IMPL_layout_top_cell="mux2i_1"
export IMPL_ys_cells=9411
export IMPL_hold_class="primary input to flip-flop"
export IMPL_p_leak_uw=0.0388
export IMPL_std_cell_rows=213
export IMPL_cts_htree_levels=4
export IMPL_violations="max-slew violations"
export IMPL_ys_warn_count=1
export IMPL_holdPathStages=3
export IMPL_io_pins=99
export IMPL_unclocked_pins=32
export IMPL_core_um2=337000
export IMPL_register_area_um2=31200
export IMPL_drive_gt1_share_pct=27.2
export IMPL_drv_slew=1
export IMPL_fmax_mhz=107
export IMPL_syn_inst=9411
[cell usage after synthesis (14+ instances only)]
library cell	count	area [um^2]
nor3_2	14	140
buf_2	288	1440
nor2_1	338	1270
mux2i_1	1233	12300
o21ai_0	543	2720
nor4_1	28	175
nor3_1	38	190
buf_4	37	278
nand3_1	159	796
nor2_4	29	327
clkbuf_1	751	2820
o211ai_1	27	203
nor2_2	71	444
a31oi_1	17	106
buf_1	72	270
a32oi_1	33	289
o221ai_1	15	131
edfxtp_1	1024	30700
o22ai_1	613	3830
nor2b_1	15	93.8
and3_1	15	93.8
a21o_1	512	3840
a211oi_1	18	135
and2_1	17	106
nand2_1	991	3720
nand4_1	39	244
mux4_2	1031	23200
o21ai_1	52	260
dlxtp_1	32	480
a22oi_1	24	180
mux2_2	522	5880
a21oi_1	572	2860
or4_1	82	616
[routing by layer]
layer	wire length (um)	global-route usage (%)	up-vias
met5	2600	5.52	-
met4	53500	24.6	114
met3	116000	28.7	2332
met2	235000	46.4	9538
met1	180000	36.9	46500
li1	-	-	36600
[worst max path at each step]
stage	end	cells after the start	slack, ps	start
final	Mem[59][2]$_DFFE_PP_	11	7930	addr_i[0]
after global routing	Mem[59][4]$_DFFE_PP_	11	8190	addr_i[0]
after CTS	Mem[59][2]$_DFFE_PP_	11	8470	addr_i[0]
[layout make-up]
type                    count  area share [%]
multi-input cells        7196            59.1
well taps                4515            5.05
repair buffers            527            3.84
diodes                     83           0.186
flip-flops and latches   1056            27.9
clock buffers             162            3.21
inverters                   6          0.0291
clock inverters            75           0.677
[power by group]
part	internal, uW	leakage (uW)	switching, uW
Combinational	751	0.0272	1590
Sequential	2810	0.00947	68.5
Clock	1670	0.00212	1250
[critical path, stage by stage]
cell	delay [ps]
buf_8	400
inv_2	470
ha_2	890
buf_4	620
nor2b_4	690
buf_4	720
nand2_1	210
nor2_2	930
buf_4	390
nand2_1	400
nand3_1	540
[kinds of logic after synthesis]
group	synth area share, %
multiplexers	40.7
AND-OR/OR-AND	15.0
AND/OR/NAND/NOR	8.53
buffers and inverters	4.79
flip-flops	30.2
latches	0.472
XOR/XNOR	0.159
adder cells (fa/ha/maj)	0.0861
[per-stage QoR]
stage	cells	utilization [%]	power, uW	worst slack (ps)	instance area (um^2)
final	13600	33.2	8140	7930	112000
after global routing	13600	33.1	8180	8190	112000
after CTS	13500	33.1	7970	8470	112000
after detailed placement	13300	31.8	5090	7640	107000
after global placement	13300	31.8	5090	7690	107000
after floorplan	9411	-	4080	9700	102000
[sequential cells by signal, indices dropped and copies added, names as in the netlist]
name,flops
Mem,1024
data_o,32
Power figures rest on the tool's default switching activity, not on a simulated workload.
